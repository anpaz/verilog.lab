**design/flow/run.sh**
```bash
#!/bin/bash
# OpenROAD 26Q1-2900-gdf79404cd8, Yosys 0.63+post, stock flow scripts
make -C /OpenROAD-flow-scripts/flow DESIGN_CONFIG=/design/flow/config.mk WORK_HOME=/design/flow/orfs finish
```
**design/flow/config.mk**
```make
export PLATFORM = sky130hd
export DESIGN_NAME = alu
export DESIGN_NICKNAME = alu
export VERILOG_FILES = /design/flow/design.v
export SDC_FILE = /design/flow/constraint.sdc
export NUM_CORES = 4
export LEC_CHECK = 1
export CORE_UTILIZATION = 40
```
**design/flow/constraint.sdc**
```tcl
current_design alu

set clk_period 17.9
set clk_io_pct 0.2

create_clock -name clk0 -period $clk_period

set non_clock_inputs [all_inputs -no_clocks]
set_input_delay [expr $clk_period * $clk_io_pct] -clock clk0 $non_clock_inputs
set_output_delay [expr $clk_period * $clk_io_pct] -clock clk0 [all_outputs]
```
**design/flow/design.v**
```verilog
parameter ZERO = 0;
parameter ADD = 1;
parameter SUBSTRACT = 2;
parameter LESSTHAN = 3;
module alu #(parameter WIDTH=32) (op, x, y, out);
    input [2:0] op;
    input [WIDTH-1:0] x;
    input [WIDTH-1:0] y;
    output [WIDTH-1:0] out;
    logic [WIDTH-1:0] lessThan;
    logic [WIDTH-1:0] add;
    logic [WIDTH-1:0] subs;
    assign add = x + y;
    assign subs = x - y;
    assign lessThan = (subs[WIDTH-1] == 1) ? 1 : 0;
    assign out = (op == ADD) ? add :
                 (op == SUBSTRACT) ? subs :
                 (op == LESSTHAN) ? lessThan :
                 0;
endmodule
```
==> ci_impl_report.md <==
## Synthesis and layout report

| Metric | Value |
|---|---|
| Status | completed |
| Worst Max-Slew Pin Slew | approximately 0.66 ns |
| Ys cells | 564 |
| CP max-delay cell | or4_1 |
| GRT Overall Usage | approximately a quarter |
| Largest net degree at the start of global routing | 32 |
| Die Size | 0.00958 mm^2 |
| Post-Syn Area per Cell | roughly 6.5 um^2 |
| Cts repair resizes | 0 |
| CP most frequent cell | clkdlybuf4s50_1 |
| Fill cells | 916 |
| Gate count of the mapped netlist | ~560 |
| Port buffer count | approximately 99 |
| Final setup viols | 0 |
| Register area share after synthesis | 0% |
| Cell Rows | 34 |
| Cycle use final | 60.4% |
| Initial antenna violation count | 0 |
| Unrepaired setup endpoints after global routing | false |
| Fin area | approximately 0.0047 mm^2 |
| Placed cell areas | approximately 0.0047 mm^2 |
| Die Y | about 98 um |
| Maximum fanout along the worst path | 12 |
| First-pass GRT wire length | approximately 19000 um |
| N_diodes | 0 |
| Vias per cell | about 6 |
| Maximum vdd drop | ~0.015 mV |
| Gate Area | between 0.003 and 0.004 mm^2 |
| Core area | a little under 0.009 mm^2 |
| Final hold violations | 0 |
| Max Slew Vio Count | 0 |
| Setup Buffers After CTS | 0 |
| CP max stage delay | around 0.54 ns |
| Yosys cell types | 68 |
| Worst Hold Class | input port to output pin |
| Worst Path Required | about 14 ns |
| GP Congestion | ~0.94 |
| DP Wirelength | slightly above 9000 um |
| # DRC | 0 |
| IO Pins | about 99 |
| Worst slew margin | roughly 56% |
| DR WL/cell | 15.6 um |
| Cts hold-fix bufs | 0 |
| Startpoint types | input port |
| Chip Width | between 90 and 100 um |
| Post-Route WL | 11600 um |
| Chip Area, Yosys | roughly 0.0037 mm^2 |
| Grt total ovfl | 0 |
| Pre-antenna DRT Iters | 23 |
| PwrDens | roughly 33 mW/mm^2 |
| Tool Warnings | between 60 and 70 |
| Max_cap viols | 0 |
| Setup_tns | 0 ns |
| Total area of sequential cells | 0 um^2 |
| Vias in the first global route | just over 4000 |
| Crit end category | output pin |
| Layout cell share with drive strength beyond 1 | around 4.1% |
| CLK BUF | 0 |
| Mapped Area | around 0.0037 mm^2 |
| Tmin final | 10.82 ns |
| Critical path arrival | about 7.2 ns |
| Seq cells | 0 |
| Ys Warns | 0 |
| CP Class | input port to output pin |
| P_leak | 1.98 nW |
| CP cell instances | clkdlybuf4s50_1, inv_1, ha_1, a21oi_2, o21ai_1, or4_1, a311o_1, a41oi_2, o31ai_1, a21o_1, xor2_1, o22ai_2, clkdlybuf4s50_1 |
| Routed Antenna Nets | 0 |
| F_max | between 90 and 100 MHz |
| Initial DRC count | around 270 |
| DR vias | approximately 4400 |
| Area Growth Syn to Fin | 27.8% |
| Pre-Place Util | a little over two fifths |
## logic make-up (layout without fill, tap and decap cells)
group	after synthesis	after routing	share of synthesized area, %
adders and majority gates	64	64	22.2
muxes	1	1	0.272
xor gates and xnor gates	4	4	0.953
and+or+nand+nor	165	165	21.6
AOI/OAI and AO/OA	240	240	45.5
buffers and inverters	90	159	9.43
## worst max-delay path, delay by kind of cell
kind	cells	cell delay (ns)
adders and majority gates	1	0.43
xor gates and xnor gates	1	0.17
AOI/OAI and AO/OA	7	1.50
buffers and inverters	3	1.01
and+or+nand+nor	1	0.54
## cell usage in the layout, fill, tap and decap left out, drive strengths merged, types with 3 or more instances in the layout
master / n
a2bb2oi: 3
or4: 3
o22a: 11
and3: 6
nor2: 70
a311o: 3
inv: 56
a311oi: 7
o21a: 4
o31ai: 8
a21oi: 77
a211oi: 13
nand2: 25
o41ai: 4
o21bai: 12
buf: 4
and2: 5
nand4: 4
a31oi: 12
nor3: 12
nor2b: 11
o21ai: 28
a221oi: 15
a21boi: 4
nand3: 7
xor2: 4
a21o: 11
nand2b: 7
ha: 62
clkdlybuf4s50: 99
a22oi: 3
or2: 6
o22ai: 7
## final timing paths
| path | to | slack [ns] | cells after the start | start |
|---|---|---|---|---|
| worst min-delay path | out[0] | 8.38 | 4 | op[0] |
| worst max-delay path | out[31] | 7.08 | 13 | y[18] |
## power by group
part           internal, mW  switching [mW]
logic                0.0727          0.0811
registers                 0               0
clock network             0               0
## stage by stage
| step | power, mW | hold slack (ns) | setup WS (ns) | utilization [%] | cells |
|---|---|---|---|---|---|
| after CTS | 0.153 | 8.38 | 7.06 | 53.4 | 741 |
| after global placement | 0.152 | 8.36 | 7.04 | 53.4 | 741 |
| after global routing | 0.170 | 8.43 | 6.85 | 53.4 | 741 |
| after detailed placement | 0.152 | 8.37 | 7.07 | 53.4 | 741 |
| after floorplan | 0.0934 | 7.34 | 8.43 | - | 564 |
| final | 0.154 | 8.38 | 7.08 | 53.4 | 741 |
## synth_stat cells (all sizes together) (3+ instances only)
cell type,number,area share [%]
a211oi,13,2.7
nand2b,7,1.2
nand4,4,0.68
a221oi,15,3.6
a311oi,7,2.0
a21boi,4,0.82
nor3,12,1.6
o22a,11,2.6
o21ai,28,3.9
o21a,4,0.82
ha,62,21
a31oi,12,2.6
o21bai,12,2.5
nand2,25,2.6
a311o,3,0.82
and3,6,1.0
o22ai,7,1.4
buf,7,0.95
o41ai,4,0.95
or2,6,1.0
xor2,4,0.95
inv,56,5.7
a2bb2oi,3,0.71
o31ai,8,1.9
nor2b,11,1.9
a22oi,3,0.61
or4,3,0.61
a21o,11,2.2
nor2,70,7.1
a21oi,77,11
clkbuf,27,2.8
and2,5,0.92
nand3,7,0.95
## layer usage
metal  part of all wire [%]  vias to the layer above  global-route usage [%]
met3                    5.8                        4                    2.40
met5                      0                        -                       0
li1                       -                     2228                       -
met2                     46                      159                    38.9
met1                     48                     2033                    35.7
met4                   0.22                        0                    1.17
## final cells by class
cell class | instances | area share [%]
Inverter | 56 | 4.47
Multi-Input combinational cell | 474 | 70.9
Tap cell | 108 | 2.88
Timing Repair Buffer | 103 | 21.7
Power and IR drop assume default switching activity.
