===== run.sh =====
#!/bin/bash
# OpenROAD 26Q1-2900-gdf79404cd8, Yosys 0.63+post, stock flow scripts
make -C /OpenROAD-flow-scripts/flow DESIGN_CONFIG=/design/flow/config.mk WORK_HOME=/design/flow/orfs finish

===== config.mk =====
export PLATFORM = sky130hd
export DESIGN_NAME = top
export DESIGN_NICKNAME = top
export VERILOG_FILES = /design/flow/design.v
export SDC_FILE = /design/flow/constraint.sdc
export NUM_CORES = 4
export LEC_CHECK = 1
export CORE_UTILIZATION = 30

===== constraint.sdc =====
current_design top

set clk_period 4.0
set clk_io_pct 0.2

create_clock -name clk0 -period $clk_period [get_ports {clk}]

set non_clock_inputs [all_inputs -no_clocks]
set_input_delay [expr $clk_period * $clk_io_pct] -clock clk0 $non_clock_inputs
set_output_delay [expr $clk_period * $clk_io_pct] -clock clk0 [all_outputs]

===== design.v =====
module top #(parameter OFFSET=24) (clk, rst, led1, led2, led3, led4, led5, led6, led7, led8);
    input clk;
    input rst;
    output led1;
    output led2;
    output led3;
    output led4;
    output led5;
    output led6;
    output led7;
    output led8;
    reg [31:0] counter = 32'b0;
    assign led1 = counter[OFFSET + 0];
    assign led2 = counter[OFFSET + 1];
    assign led3 = counter[OFFSET + 2];
    assign led4 = counter[OFFSET + 3];
    assign led5 = counter[OFFSET + 4];
    assign led6 = counter[OFFSET + 5];
    assign led7 = counter[OFFSET + 6];
    assign led8 = counter[OFFSET + 7];
    always @ (posedge clk) begin
        if (rst == 1'b0) begin
            counter <= 0;
        end else begin
            counter <= counter + 1;
        end
    end
endmodule

==> results.ini <==
[outcome]
status = completed

[synthesis]
ys.flops = 32
postSynthSeqShare_pct = 43.69
synth.avg_cell_area_um2 = 8.729
simple_gate_share_pct = 29.44
ys_sh_aoi_pct = 14.59
ys.warnings.count = 1
yosys_area_mm2 = 0.001466
yosysUniqueCellTypes = 30
mux_area_share_pct = 2.048
xor_share_pct = 5.375
synth.logic.top_family = simple AND/OR/NAND/NOR gates
yosysCellCount = 168
synth_area_mm2 = 0.001466
synth_cells = 168
adder_share_pct = 0.8532

[critical_path]
crit_arrival_ps = 2410
critPathMaxFanout = 11
r2r_cells = 5
cp-end-kind = flop
critPathRequiredTime_ps = 4200
critPathLaunchType = flop
critical_path_class = flop to flop

[clock_tree]
clkSinkCount = 32
cts.path.max_buffers = 2
cts_buffers = 5
insertion_delay_ps = 280
hold_buffers = 0
cts_setup_buffers = 0
path_clk_slew_ps = 60
clockRootBuffer = clkbuf_8
ctsResizeCount = 0
cts_tree = yes
htreeDepth = 2

[final_layout]
largest_reg_flops = 32
top_regs = counter x32
lay_top_cells = 32 x dfxtp_1, 17 x a21oi_1, 14 x nand2_1
area_growth_syn_to_layout_pct = 15.27
layout_top_cell = dfxtp_1
top_register = counter
drive_gt1_share_pct = 5.114

[floorplanning]
die_h_um = 71.92
rows = 25
core_area_mm2 = 0.004723
die_w_um = 71.92
ios = 10
fp-utilization_pct = 31.05
die_area_mm2 = 0.005172

[placed_design]
hpwl_um = 1774
place_congestion = 0.7351
pre_cts_slack_ps = 1469
portBuffers = 9

[grt]
grt_usage_pct = 11.62
antenna_found_initial = 0
grt_overflow = 0
grt_max_degree = 28
grt_pass1_vias = 1019
grt_pass1_wl_um = 4657

[pwr]
pwr_density_cell_mw_per_mm2 = 347.2
vdd_ir_drop_max_mv = 0.2357
leakage_nw = 0.4673

[final_timing]
drv_slew = 0
finalClockPeriodUsage_pct = 55.44
clock-skew-final_ps = 4.558
clock.fmax_mhz = 450.9
tightest_slew_ps = 750.0
relSlewSlack_pct = 49.69
setup_ws_ps = 1782
fin_crit_ps = 2218
setup_violations = 0
rsz0062_at_grt = false
hold_viol_final = 0
final.setup.tns_ps = 0

[job]
maxCapViolations = 0
tool_warnings = 25

[route]
wl_um = 2708
vias = 1209
vias_per_cell = 4.975
drc = 0
ant_nets = 0
drt_iter0_drc = 31
wl_per_cell_um = 11.14
n_antenna_cell = 0
dr.pass1.iters = 4

[hold_path]
hold_path_depth = 1
hold_class = flop to flop

[synth_stat cells]
master    instances  area, um^2
nor3_1            2       10.01
or3b_1            1       8.760
o31ai_1          11       82.58
inv_1             4       15.01
o21ai_0           6       30.03
or3_1             6       37.54
nand3_2           1       10.01
mux2i_1           3       30.03
or4b_1            1       10.01
o21a_1            1       7.510
dfxtp_1          32       640.6
buf_2             5       25.02
o31a_1            1       8.760
clkbuf_1          4       15.01
or4_1            13       97.59
a21oi_1          17       85.08
and4_1            3       26.28
xor2_1            4       35.03
nand4_1           6       37.54
nor4_1            1       6.260
nand2_1          14       52.55
ha_1              1       12.51
nand3_1           8       40.04
clkinv_1          1       3.750
nor4_2            2       25.02
and2_1            1       6.260
nor3b_1           1       7.510
nand2b_1          3       18.77
xnor2_1           5       43.79
nor2_1           10       37.54
[power by group]
part           total (W)  switching (W)  leakage, nW  internal, W
clock           0.000252       0.000111       0.0455     0.000140
sequential      0.000324     0.00000255        0.258     0.000321
combinational  0.0000115     0.00000767        0.164   0.00000379
total           0.000587       0.000122        0.467     0.000465
[kinds of logic after synthesis]
logic type	after synthesis
simple gates	73
compound gates	36
flops	32
buf+inv	14
xor+xnor	9
mux	3
fa+ha+maj	1
[final cells by class]
cell class	count	area, um^2
Clock buffer	8	90.09
Fill cell	478	3033
Inverter	5	18.77
Multi-Input combinational cell	122	767.0
Sequential cell	32	640.6
Tap cell	67	83.83
Timing Repair Buffer	9	90.09
[critical path, stage by stage, from the launching register on]
cell	delay, ps
dfxtp_1	380
ha_1	220
and4_1	280
or4b_1	640
or4_1	460
a21oi_1	150
[metal layers]
layer	vias to the layer above	wire (um)	track usage, %
li1	639	-	-
met1	557	1471	17.44
met2	8	1109	17.30
met3	5	100	3.944
met4	0	27	1.307
met5	-	0	0
[metrics by stage]
step | hold slack [ps] | area [um^2] | cells | util, % | power, W
4_1_cts | 469.0 | 1690 | 243 | 35.79 | 0.0005956
3_5_place_dp | 458.2 | 1600 | 235 | 33.88 | 0.0003427
5_1_grt | 501.2 | 1690 | 243 | 35.79 | 0.0006160
2_1_floorplan | 429.6 | 1466 | 168 | - | 0.0003395
3_3_place_gp | 444.2 | 1600 | 235 | 33.88 | 0.0003427
6_report | 468.6 | 1690 | 243 | 35.79 | 0.0005869
[final timing paths]
| path | start | endpoint | slack [ps] |
|---|---|---|---|
| setup / recovery | counter[0] | counter[20] | 1780 |
| setup reg to reg | counter[0] | counter[20] | 1780 |
| hold reg to reg | counter[0] | counter[0] | 470 |
| hold / removal | counter[0] | counter[0] | 470 |
Power is estimated from default activity; no workload was simulated.
